--- design.v ---
`timescale 1ns / 1ps
`timescale 1ns/1ps
module counter_imu #(
    parameter WIDTH     = 16,          
    parameter MAX_VALUE = 16'd500      
)(
    input  wire                 clk,
    input  wire                 rst_n,       
    output reg  [WIDTH-1:0]     sample_out   
);
    always @(posedge clk) begin
        if (!rst_n) begin
            sample_out <= {WIDTH{1'b0}};     
        end else begin
            if (sample_out >= MAX_VALUE)
                sample_out <= {WIDTH{1'b0}};  
            else
                sample_out <= sample_out + 1'b1;
        end
    end
endmodule
`timescale 1ns / 1ps
`timescale 1ns/1ps
module threshold_detector #(
    parameter WIDTH = 16           
)(
    input  wire                     clk,         
    input  wire                     rst_n,       
    input  wire signed [WIDTH-1:0]  sample_in,   
    input  wire signed [WIDTH-1:0]  threshold,   
    output reg                      event_flag   
);
    always @(posedge clk) begin
        if (!rst_n) begin
            event_flag <= 1'b0;
        end else begin
            if (sample_in > threshold)
                event_flag <= 1'b1;
            else
                event_flag <= 1'b0;
        end
    end
endmodule
`timescale 1ns / 1ps
module top_v1 #(
    parameter WIDTH           = 16,          
    parameter MAX_VALUE       = 16'd500,     
    parameter THRESHOLD_VALUE = 16'sd100     
)(
    input  wire                 clk,
    input  wire                 rst_n,          
    output wire [WIDTH-1:0]     sample_out,     
    output wire                 event_flag      
);
    wire [WIDTH-1:0] sample_internal;
    counter_imu #(
        .WIDTH    (WIDTH),
        .MAX_VALUE(MAX_VALUE)
    ) u_counter_imu (
        .clk        (clk),
        .rst_n      (rst_n),
        .sample_out (sample_internal)
    );
    threshold_detector #(
        .WIDTH(WIDTH)
    ) u_threshold_detector (
        .clk       (clk),
        .rst_n     (rst_n),
        .sample_in (sample_internal),
        .threshold (THRESHOLD_VALUE),
        .event_flag(event_flag)
    );
    assign sample_out = sample_internal;
endmodule
`timescale 1ns / 1ps
module top_v1_uart #(
    parameter integer WIDTH           = 16,
    parameter integer CLK_FREQ_HZ     = 1_840_000,   
    parameter integer BAUD_RATE       = 115_200,
    parameter [WIDTH-1:0] MAX_VALUE   = 16'd10,      
    parameter signed [WIDTH-1:0] THRESHOLD_VALUE = 16'sd5
)(
    input  wire                 clk,
    input  wire                 rst_n,        
    output wire                 tx,           
    output wire [WIDTH-1:0]     sample_mon,
    output wire                 event_mon
);
    wire [WIDTH-1:0] sample_out;
    wire             event_flag;
    top_v1 #(
        .WIDTH          (WIDTH),
        .MAX_VALUE      (MAX_VALUE),
        .THRESHOLD_VALUE(THRESHOLD_VALUE)
    ) u_top_v1 (
        .clk        (clk),
        .rst_n      (rst_n),
        .sample_out (sample_out),
        .event_flag (event_flag)
    );
    assign sample_mon = sample_out;
    assign event_mon  = event_flag;
    wire       tx_busy;
    reg        tx_start;
    reg [7:0]  tx_data;
    uart_tx #(
        .CLK_FREQ_HZ(CLK_FREQ_HZ),
        .BAUD_RATE  (BAUD_RATE)
    ) u_uart_tx (
        .clk      (clk),
        .rst_n    (rst_n),
        .tx_start (tx_start),
        .tx_data  (tx_data),
        .tx       (tx),
        .tx_busy  (tx_busy)
    );
    localparam S_IDLE   = 3'd0;
    localparam S_HDR    = 3'd1;
    localparam S_LSB    = 3'd2;
    localparam S_MSB    = 3'd3;
    localparam S_FLAGS  = 3'd4;
    reg [2:0]          state;
    reg [WIDTH-1:0]    sample_latched;
    reg                event_latched;
    always @(posedge clk) begin
        if (!rst_n) begin
            state          <= S_IDLE;
            tx_start       <= 1'b0;
            tx_data        <= 8'h00;
            sample_latched <= {WIDTH{1'b0}};
            event_latched  <= 1'b0;
        end else begin
            tx_start <= 1'b0;
            case (state)
                S_IDLE: begin
                    if (!tx_busy) begin
                        sample_latched <= sample_out;
                        event_latched  <= event_flag;
                        tx_data  <= 8'hAA;     
                        tx_start <= 1'b1;
                        state    <= S_HDR;
                    end
                end
                S_HDR: begin
                    if (!tx_busy) begin
                        tx_data  <= sample_latched[7:0];    
                        tx_start <= 1'b1;
                        state    <= S_LSB;
                    end
                end
                S_LSB: begin
                    if (!tx_busy) begin
                        tx_data  <= sample_latched[15:8];   
                        tx_start <= 1'b1;
                        state    <= S_MSB;
                    end
                end
                S_MSB: begin
                    if (!tx_busy) begin
                        tx_data  <= {7'b0, event_latched};  
                        tx_start <= 1'b1;
                        state    <= S_FLAGS;
                    end
                end
                S_FLAGS: begin
                    if (!tx_busy) begin
                        state <= S_IDLE;  
                    end
                end
                default: begin
                    state <= S_IDLE;
                end
            endcase
        end
    end
endmodule
`timescale 1ns / 1ps
module uart_tx #(
    parameter integer CLK_FREQ_HZ = 100_000_000,   
    parameter integer BAUD_RATE   = 115_200        
)(
    input  wire       clk,
    input  wire       rst_n,      
    input  wire       tx_start,   
    input  wire [7:0] tx_data,    
    output reg        tx,         
    output reg        tx_busy     
);
    localparam integer BAUD_DIV = CLK_FREQ_HZ / BAUD_RATE;
    localparam integer TOTAL_BITS = 10;
    reg [$clog2(BAUD_DIV)-1:0] baud_cnt;
    reg [3:0]                  bit_idx;    
    reg [9:0]                  shift_reg;  
    always @(posedge clk) begin
        if (!rst_n) begin
            tx       <= 1'b1;      
            tx_busy  <= 1'b0;
            baud_cnt <= 0;
            bit_idx  <= 0;
            shift_reg<= 10'b1111111111;
        end else begin
            if (!tx_busy) begin
                tx <= 1'b1;   
                if (tx_start) begin
                    shift_reg <= {1'b1, tx_data, 1'b0};  
                    tx_busy   <= 1'b1;
                    baud_cnt  <= 0;
                    bit_idx   <= 0;
                    tx        <= 1'b0;   
                end
            end else begin
                if (baud_cnt == BAUD_DIV-1) begin
                    baud_cnt <= 0;
                    bit_idx  <= bit_idx + 1'b1;
                    if (bit_idx < TOTAL_BITS-1) begin
                        shift_reg <= {1'b1, shift_reg[9:1]};  
                        tx        <= shift_reg[1];  
                    end else begin
                        tx       <= 1'b1;   
                        tx_busy  <= 1'b0;
                        bit_idx  <= 0;
                    end
                end else begin
                    baud_cnt <= baud_cnt + 1'b1;
                end
            end
        end
    end
endmodule
--- run.sh ---
#!/bin/bash
# OpenROAD 26Q1-2900-gdf79404cd8, Yosys 0.63+post, stock flow scripts
make -C /OpenROAD-flow-scripts/flow DESIGN_CONFIG=/design/flow/config.mk WORK_HOME=/design/flow/orfs finish
--- config.mk ---
export PLATFORM = sky130hd
export DESIGN_NAME = top_v1_uart
export DESIGN_NICKNAME = top_v1_uart
export VERILOG_FILES = /design/flow/design.v
export SDC_FILE = /design/flow/constraint.sdc
export NUM_CORES = 4
export LEC_CHECK = 1
export CORE_UTILIZATION = 40
--- constraint.sdc ---
current_design top_v1_uart

set clk_period 2.3
set clk_io_pct 0.2

create_clock -name clk0 -period $clk_period [get_ports {clk}]

set non_clock_inputs [all_inputs -no_clocks]
set_input_delay [expr $clk_period * $clk_io_pct] -clock clk0 $non_clock_inputs
set_output_delay [expr $clk_period * $clk_io_pct] -clock clk0 [all_outputs]
==> results.toml <==
# implementation run metrics
[route]
average_routed_wire_per_standard_cell_microns = 12.8
via_count = 2022
drt-vias-per-instance = 5.07
antenna_left = 0
route.top_layer_used = "met4"
drt-initial-drc-count = 108
wl_met2_microns = 2230
antenna_cells_inserted = 0
detail_route.drc_violations = 0
wl_met1_microns = 2650
detailedRoute.firstPassIterationCount = 5
drt-total-wl_microns = 5110
detailroute.wirelength.met3_microns = 160

[logic_synthesis]
syn-cell-area_sq_um = 2660
post_synth_mux_area_share_pct = 4.14
top_cell_area_share_pct = 49.6
ys.flops = 66
simple_gate_area_share_pct = 17.8
adder_share_pct = 3.76
synth.cellmix.compoundShare_pct = 18.5
top_cells_by_area = "sky130_fd_sc_hd__dfxtp_1 (50%), sky130_fd_sc_hd__nand2_1 (6.1%), sky130_fd_sc_hd__a21oi_1 (4.7%), sky130_fd_sc_hd__mux2i_1 (4.1%), sky130_fd_sc_hd__a211oi_1 (3.9%)"
synth-cells-yosys = 288
ys_area_sq_um = 2660
synthesis.instances = 288
synth_area_leader_cell = "sky130_fd_sc_hd__dfxtp_1"
synth-seq-area-share_pct = 49.6
synth-xor-area-share_pct = 0.658
post_synth_main_logic_family = "AND-OR/OR-AND gates"
syn_area_per_cell_sq_um = 9.24
synth_warnings = 4
yosysUniqueCellTypes = 45

[die]
initial_utilization_pct = 41.7
chipHeight_microns = 83.6
top_level_ports = 20
std_cell_rows = 29
fp.dieArea_sq_um = 6990
core_area_sq_um = 6390
die_w_microns = 83.6

[placed_design]
portBuffers = 19
gp_weighted_congestion = 0.747
detailedPlace.worstSlack_ns = 0.560
placed_wire_length_estimate_after_detailed_placement_microns = 3360

[worst_setup_path]
endpoint_kind_of_the_worst_setup_timing_path = "primary output"
crit_cells = 1
worst_path_largest_cell_delay_ns = 0.51
crit_family = "buffers and inverters"
critPathSlowestCell = "sky130_fd_sc_hd__clkdlybuf4s50_1"
worstSetupEndpoint = "sample_mon[0]"
r2r-end = "tx_data[3]$_SDFFE_PN0P_"
critical_path_arrival_ns = 1.30
cp_cell_sequence = "clkdlybuf4s50_1"
r2r.worst_path.cells = 3
register_to_register_setup_slack_ns = 0.61
number_of_buffer_and_inverter_instances_along_the_worst_setup_path = 1
cp_max_fo = 7
crit_type = "reg -> out"
start_kind = "register"
crit_path_start = "u_top_v1.u_counter_imu.sample_out[0]$_SDFF_PP0_"
timing.critical_path.required_ns = 1.84
reg2reg_from = "state[2]$_DFF_P_"

[final_timing]
maxSlewHeadroom_pct = 55.0
setup_violations = 0
hold_violations = 0
clock.fmax_mhz = 567
clock-skew-final_ns = 0.00693
post-route-min-period_ns = 1.76
fin_setup_tns_ns = 0
rsz_0062_raised_after_global_routing = "false"
final_critical_path_setup_slack_ns = 0.535
hold-worst-slack_ns = 0.455
actual_transition_at_the_worst_max_transition_pin_ns = 0.675
maxSlewViolCount = 0
post-route-period-util_pct = 76.7

[power]
totalPowerFinal_mw = 2.57
worst_ir_drop_vdd_v = 0.000433
power.density_cell_area_nw_per_um2 = 815
static-leakage-power_nw = 1.22

[clocking]
ctsRootBufferMaster = "sky130_fd_sc_hd__clkbuf_8"
cts_hold_repair.buffers = 0
clock_sink_count = 66
cts.htree.levels = 3
post_cts_resized = 0
cts_post_setup_buffers_inserted = 0
cts_tree = "yes"
cts-root-to-sink-buffers = 2
worst_setup_hold_path_clk_slew_ns = 0.07
cts_inserted_buffers = 9
clock_latency_ns = 0.33

[global_routing]
grt.overflow.total = 0
initial_antenna_violation_count = 0
tot_gr_track_use_pct = 15.5
largest_net_degree_at_the_start_of_global_routing = 36
grt_first_pass_wirelength_microns = 8690
first_global_vias = 1848

[final_layout]
area_growth_pct = 18.3
mostFrequentLayoutCells = "sky130_fd_sc_hd__dfxtp_1 (66), sky130_fd_sc_hd__nand2_1 (43), sky130_fd_sc_hd__a21oi_1 (25)"
top_regs = "sample_latched (16), u_top_v1.u_counter_imu.sample_out (16)"
post-route-util_pct = 49.3
final_layout_size_suffix_gt1_share_pct = 9.94
mostFrequentLayoutCell = "sky130_fd_sc_hd__dfxtp_1"

[hold_path]
hold_class = "reg -> reg"
worstHoldPathCells = 2

[outcome]
status = "finished clean"

[job]
cap_violations = 0
number_of_warnings_the_tools_reported = 30
worst min-delay path, stage by stage, from the launching register on:
cell and delay (ns):
sky130_fd_sc_hd__dfxtp_1 0.31, sky130_fd_sc_hd__nand2_1 0.05, sky130_fd_sc_hd__a21oi_1 0.05
report_power, final:
part / switching [mW] / total (mW) / internal [mW]
sequential: 0.0601 / 1.29 / 1.23
combinational: 0.165 / 0.298 / 0.134
clock: 0.427 / 0.981 / 0.554
total: 0.652 / 2.57 / 1.91
cells by family (layout without fill, tap and decap cells):
logic type,after synthesis,count (layout)
compound gates,72,72
xor+xnor,2,2
fa+ha+maj,8,8
buf+inv,29,52
flops,66,66
mux,11,11
other cells,1,12
simple gates,99,99
Yosys cell counts (all sizes together):
cell     n
nor2    13
nor3     9
a22o     1
ha       8
o21ai    4
xnor2    1
clkinv   1
a211o    1
mux2i   11
or3      1
a222oi   2
o2bb2a   1
inv     10
a32oi    1
nand2   43
a311oi   1
a211oi  14
o31ai    1
buf     11
a31oi    3
and3     1
and2     9
a22oi    3
conb     1
nand3b   1
nand3    6
nor4     4
dfxtp   66
nor2b    1
clkbuf   7
nand4    2
a221oi   4
xor2     1
o22ai    2
nor3b    3
or4      1
a21oi   32
nand2b   5
o32ai    1
o221a    1
worst min path at each step:
| stage | start | to | slack [ns] |
|---|---|---|---|
| 5_1_grt | sample_latched[15]$_SDFFE_PN0P_ | sample_latched[15]$_SDFFE_PN0P_ | 0.48 |
| 4_1_cts | sample_latched[4]$_SDFFE_PN0P_ | sample_latched[4]$_SDFFE_PN0P_ | 0.46 |
| 6_report | sample_latched[4]$_SDFFE_PN0P_ | sample_latched[4]$_SDFFE_PN0P_ | 0.45 |
metrics by stage:
step	instances	cell area, sq um
CTS	399	3150
finish	399	3150
floorplan	299	2700
detailed placement	383	2950
global placement	383	2950
global route	399	3150
layer usage:
| layer | GRT usage (%) | vias to the layer above |
|---|---|---|
| met5 | 0 | - |
| li1 | - | 1064 |
| met1 | 24.6 | 918 |
| met2 | 23.1 | 35 |
| met3 | 3.01 | 5 |
| met4 | 2.93 | 0 |
cell type report:
class / instances / area [sq um]
clock buffer: 11 / 151
clock inverter: 5 / 52.6
fill: 610 / 3240
inverter: 11 / 41.3
multi-input combinational: 204 / 1240
sequential: 66 / 1320
tap: 77 / 96.3
timing repair buffer: 25 / 248
Power and IR drop assume default switching activity.
